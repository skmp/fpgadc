==> design/flow/design.v <==
module sh4a_mac(
    input clk,
    input [31:0] mul_src1,
    input [31:0] mul_src2,
    input [63:0] add_src1,
    input [63:0] add_src2,
    output [63:0] result
);
reg [63:0] add_src1_latch;
reg [63:0] add_src2_latch;
reg [63:0] result_stage1;
always @(posedge clk) begin
    result_stage1 <= (mul_src1 * mul_src2);
    add_src1_latch <= add_src1;
    add_src2_latch <= add_src2;
end
always @(negedge clk) begin
    result <= result_stage1 + add_src1_latch + add_src2_latch;
end
endmodule
==> design/flow/run.sh <==
#!/bin/bash
# OpenROAD 26Q1-2900-gdf79404cd8, Yosys 0.63+post, stock flow scripts
make -C /OpenROAD-flow-scripts/flow DESIGN_CONFIG=/design/flow/config.mk WORK_HOME=/design/flow/orfs finish
==> design/flow/config.mk <==
export PLATFORM = sky130hd
export DESIGN_NAME = sh4a_mac
export DESIGN_NICKNAME = sh4a_mac
export VERILOG_FILES = /design/flow/design.v
export SDC_FILE = /design/flow/constraint.sdc
export NUM_CORES = 4
export LEC_CHECK = 1
export CORE_UTILIZATION = 50
==> design/flow/constraint.sdc <==
current_design sh4a_mac

set clk_period 18.5
set clk_io_pct 0.2

create_clock -name clk0 -period $clk_period [get_ports {clk}]

set non_clock_inputs [all_inputs -no_clocks]
set_input_delay [expr $clk_period * $clk_io_pct] -clock clk0 $non_clock_inputs
set_output_delay [expr $clk_period * $clk_io_pct] -clock clk0 [all_outputs]
==> flow_summary.yaml <==
# flow metrics
outcome:
  status: "finished clean"
critical_path:
  r2r_end: "result[61]"
  cp.arrival_ps: 10590
  critical_path.max_fanout: 1
  slowest_stage: "clkdlybuf4s50_1"
  worst-path-stages: 1
  path_cells: "clkdlybuf4s50_1"
  rr_startpoint: "add_src1_latch[1]"
  start_kind: "flop"
  slowest_delay_ps: 450
  rr_worst_depth: 13
  r2r_slack_ps: 5230
  critical_path.top_delay_family: "buffers and inverters"
  cp_data_required_time_ps: 14800
  end_kind: "output port"
  crit_buf_inv: 1
  crit_type: "reg -> out"
clocking:
  cts.clk_slew.worst_paths_ps: 70
  htree_levels: 1
  cts_resized: 0
  cts_tree: "built"
  clk_latency_ps: 580
  cts-root-buf: "clkbuf_16"
  cts_setup_buffers: 0
  cts_buffers: 24
  cts_hold_buf: 0
  clk_path_buf_depth: 3
  cts_num_sinks: 256
die:
  die_x_um: 297
  boundaryPins: 257
  die_h_um: 297
  die_area_um2: 88000
  rows: 107
  initCoreUtil_pct: 50.8
  coreArea_um2: 85500
timing:
  fin_tns_setup_ps: 0
  slew_viol_final: 0
  finalSetupViolCount: 0
  rsz0062_at_grt: "no"
  tightest_slew_ps: 715
  slew_headroom_pct: 51.7
  clock_skew_ps: 63.7
  finalHoldViolCount: 0
synth:
  synth_cells: 4546
  ys_warn_count: 2
  ys_ff: 256
  ys_cells: 4546
  edf_count: 0
  ff_type: "dfxtp_1"
  yosysSeqAreaShare_pct: 11.8
  ys_area_um2: 43400
  syn_area_um2: 43400
  synthArstFlopShare_pct: 0
  postSynthAreaPerCell_um2: 9.55
  yosysUniqueCellTypes: 82
cells_and_area:
  drive_gt1_share_pct: 3.06
  syn_to_final_growth_pct: 10.7
  final_cell_mix: "960 x fa_1, 950 x inv_1, 581 x and2_1, 549 x nand2_1, 325 x ha_1"
  fillCellCount: 7552
  finalNonFillerCells: 5882
  lay_top_count: "fa_1"
  utilization_pct: 56.2
  fin_area_um2: 48100
grt:
  overflow: 0
  grt_max_degree: 33
  track_usage_pct: 29.9
  grt_pass1_vias: 33247
  grt_pass1_wl_mm: 188
  antenna_found_initial: 2
route:
  drc: 0
  wire_per_inst_um: 20.0
  vias_per_cell: 5.21
  drtIter0Drc: 1104
  drt_pass1_iterations: 5
  wirelength_mm: 118
  vias: 30631
  ant_nets: 0
placement:
  place_congestion: 0.976
  dpl.cell_count: 5774
  placed_cell_area_um2: 47000
  dp_hpwl_mm: 88.4
  io_buffers: 256
min_path:
  min_to: "add_src1_latch[25]"
  hold_depth: 1
  hp-class: "in -> reg"
  min_from: "add_src1[25]"
job:
  max_cap_viol_count: 0
  tool_warnings: 89
[layer usage]
layer	track usage (%)	vias up	wire length [um]
met5	2.71	-	318
met4	4.02	8	1960
met3	15.1	132	14900
met2	42.7	1313	51700
met1	44.4	15177	48700
li1	-	14001	-
[cell type report]
class                   count  area [um^2]  area share, %
repair buffers            320         3040           6.33
clock inverters            76          364          0.757
clock buffers              32          729           1.52
multi-input cells        3167        34100           70.8
flip-flops and latches    256         5120           10.7
diodes                      1         2.50        0.00520
well taps                1144         1430           2.98
inverters                 886         3330           6.92
[worst max path at each step]
stage,endpoint,slack (ps),from
4_1_cts,result[1],4180,result[1]
5_1_grt,result[20],4120,result[20]
6_report,result[1],4210,result[1]
[logic make-up (layout without fill, tap and decap cells)]
group / Yosys count / after routing / share of synthesized area (%)
and+or+nand+nor: 1333 / 1333 / 15.7
adders and majority gates: 1285 / 1285 / 53.6
buffers and inverters: 1123 / 1314 / 9.74
AOI/OAI and AO/OA: 427 / 427 / 6.70
DFF: 256 / 256 / 11.8
xor gates and xnor gates: 121 / 121 / 2.44
muxes: 1 / 1 / 0.0230
other: 0 / 1 / 0
[sequential cells by signal (all words and copies together) (netlist names)]
name,flops
add_src1_latch,64
result,64
result_stage1,64
add_src2_latch,64
[through the flow]
step           hold WS [ps]  worst slack [ps]
4_1_cts                3580              4180
3_3_place_gp           4150              4800
5_1_grt                3590              4120
3_5_place_dp           4150              4790
6_report               3610              4210
2_1_floorplan          3730              5290
[synthesized netlist by cell type (4+ instances only)]
cell type / number / area share (%)
o21ai_0: 53 / 0.61
nand2b_1: 5 / 0.072
o21a_1: 11 / 0.19
fa_1: 960 / 44
and4_1: 6 / 0.12
inv_1: 887 / 7.7
o211ai_1: 10 / 0.17
xnor2_1: 75 / 1.5
nand2_1: 549 / 4.7
a21oi_1: 136 / 1.6
clkbuf_1: 224 / 1.9
nor2_1: 61 / 0.53
ha_1: 325 / 9.4
and3_1: 19 / 0.27
nand3_1: 26 / 0.30
dfxtp_1: 256 / 12
nor2b_1: 7 / 0.10
a21o_1: 81 / 1.4
or3_1: 4 / 0.058
o21ai_1: 11 / 0.13
o31ai_1: 11 / 0.19
a211oi_1: 5 / 0.086
a21boi_1: 5 / 0.086
a21oi_2: 5 / 0.10
xor2_1: 46 / 0.93
nor3_1: 21 / 0.24
a31oi_1: 19 / 0.27
and2_1: 581 / 8.4
buf_2: 11 / 0.13
nand4_1: 33 / 0.48
o21ai_2: 4 / 0.081
o21bai_1: 22 / 0.38
