==> ./design.v <==
module sh4a_decode(
    input clk,
    input reset,
    input [15:0] insn,
    output reg insn_valid,
    output reg insn_privileged,
    output reg src1_valid,
    output reg [5:0] src1_reg,
    output reg src2_valid,
    output reg [5:0] src2_reg,
    output reg dest_valid,
    output reg [5:0] dest_reg,
    output reg imm_valid,
    output reg [31:0] imm,
    output reg [5:0] op
);
localparam ADD = 6'd0;
localparam SUBTRACT = 6'd1;
localparam MULTIPLY = 6'd2;
localparam DIVIDE = 6'd3;
localparam AND = 6'd4;
localparam OR = 6'd5;
localparam XOR = 6'd6;
localparam LOAD8 = 6'd8;
localparam STORE8 = 6'd9;
localparam LOAD16 = 6'd10;
localparam STORE16 = 6'd11;
localparam LOAD32 = 6'd12;
localparam STORE32 = 6'd13;
localparam ILLEGAL = 6'd63;
localparam REG0_BANK0   = 6'd0;
localparam REG1_BANK0   = 6'd1;
localparam REG2_BANK0   = 6'd2;
localparam REG3_BANK0   = 6'd3;
localparam REG4_BANK0   = 6'd4;
localparam REG5_BANK0   = 6'd5;
localparam REG6_BANK0   = 6'd6;
localparam REG7_BANK0   = 6'd7;
localparam REG8         = 6'd8;
localparam REG9         = 6'd9;
localparam REG10        = 6'd10;
localparam REG11        = 6'd11;
localparam REG12        = 6'd12;
localparam REG13        = 6'd13;
localparam REG14        = 6'd14;
localparam REG15        = 6'd15;
localparam REG0_BANK1   = 6'd16;
localparam REG1_BANK1   = 6'd17;
localparam REG2_BANK1   = 6'd18;
localparam REG3_BANK1   = 6'd19;
localparam REG4_BANK1   = 6'd20;
localparam REG5_BANK1   = 6'd21;
localparam REG6_BANK1   = 6'd21;
localparam REG7_BANK1   = 6'd23;
localparam REG_MACL     = 6'd24;
localparam REG_MACH     = 6'd25;
localparam REG_FPUL     = 6'd26;
localparam REG_CONST_0  = 6'd31;
localparam REG_CONST_1  = 6'd32;
localparam REG_FR0      = 6'd32;
localparam REG_FR1      = 6'd33;
localparam REG_FR2      = 6'd34;
localparam REG_FR3      = 6'd35;
localparam REG_FR4      = 6'd36;
localparam REG_FR5      = 6'd37;
localparam REG_FR6      = 6'd38;
localparam REG_FR7      = 6'd39;
localparam REG_FR8      = 6'd40;
localparam REG_FR9      = 6'd41;
localparam REG_FR10     = 6'd42;
localparam REG_FR11     = 6'd43;
localparam REG_FR12     = 6'd44;
localparam REG_FR13     = 6'd45;
localparam REG_FR14     = 6'd46;
localparam REG_FR15     = 6'd47;
localparam REG_XFR0     = 6'd48;
localparam REG_XFR1     = 6'd49;
localparam REG_XFR2     = 6'd50;
localparam REG_XFR3     = 6'd51;
localparam REG_XFR4     = 6'd52;
localparam REG_XFR5     = 6'd53;
localparam REG_XFR6     = 6'd54;
localparam REG_XFR7     = 6'd55;
localparam REG_XFR8     = 6'd56;
localparam REG_XFR9     = 6'd57;
localparam REG_XFR10    = 6'd58;
localparam REG_XFR11    = 6'd59;
localparam REG_XFR12    = 6'd60;
localparam REG_XFR13    = 6'd61;
localparam REG_XFR14    = 6'd62;
localparam REG_XFR15    = 6'd63;
wire [5:0] RM = {2'b0, insn[7:4]};
wire [5:0] RN = {2'b0, insn[11:8]};
localparam STATE_DECODE = 2'b01;
localparam STATE_DECTEST = 2'b10;
reg [1:0] state;
always @(posedge clk) begin
    {insn_valid, insn_privileged, src1_valid, src2_valid, dest_valid, imm_valid} <= 6'b0;
    op <= ILLEGAL;
    if (reset) begin
        state <= STATE_DECODE;
    end 
    else if (state == STATE_DECODE) begin
        casez (insn)
            16'h0??7: begin  
                {insn_valid, src1_valid, src2_valid} <= 3'b111;
                src1_reg <= RM;
                src2_reg <= RN;
                op <= MULTIPLY;
            end
            16'h0009: begin  
                {insn_valid, src1_valid, src2_valid, dest_valid} <= 4'b1111;
                src1_reg <= REG_CONST_0;
                src2_reg <= REG_CONST_0;
                dest_reg <= REG_CONST_0;
                op <= ADD;
            end
            16'h0?1A: begin  
                {insn_valid, src1_valid, src2_valid, dest_valid} <= 4'b1111;
                src1_reg <= REG_MACL;
                src2_reg <= REG_CONST_0;
                dest_reg <= RN;
                op <= ADD;
            end
            16'h0?5A: begin  
                {insn_valid, src1_valid, src2_valid, dest_valid} <= 4'b1111;
                src1_reg <= REG_FPUL;
                src2_reg <= REG_CONST_0;
                dest_reg <= RN;
                op <= ADD;
            end
            16'h2??0: begin  
                {insn_valid, src1_valid, src2_valid} <= 3'b111;
                src1_reg <= RM;
                src2_reg <= RN;
                op <= STORE8;
            end
            16'h2??1: begin  
                {insn_valid, src1_valid, src2_valid} <= 3'b111;
                src1_reg <= RM;
                src2_reg <= RN;
                op <= STORE16;
            end
            16'h2??2: begin  
                {insn_valid, src1_valid, src2_valid} <= 3'b111;
                src1_reg <= RM;
                src2_reg <= RN;
                op <= STORE32;
            end
            16'h2??9: begin  
                {insn_valid, src1_valid, src2_valid, dest_valid} <= 4'b1111;
                src1_reg <= RN;
                src2_reg <= RM;
                dest_reg <= RN;
                op <= AND;
            end
            16'h2??A: begin  
                {insn_valid, src1_valid, src2_valid, dest_valid} <= 4'b1111;
                src1_reg <= RN;
                src2_reg <= RM;
                dest_reg <= RN;
                op <= XOR;
            end
            16'h3??8: begin  
                {insn_valid, src1_valid, src2_valid, dest_valid} <= 4'b1111;
                src1_reg <= RN;
                src2_reg <= RM;
                dest_reg <= RN;
                op <= SUBTRACT;
            end
            16'h3??C: begin  
                {insn_valid, src1_valid, src2_valid, dest_valid} <= 4'b1111;
                src1_reg <= RN;
                src2_reg <= RM;
                dest_reg <= RN;
                op <= ADD;
            end
            16'h4?10: begin  
                {insn_valid, src1_valid, src2_valid, dest_valid} <= 4'b1111;
                src1_reg <= RN;
                src2_reg <= REG_CONST_1;
                dest_reg <= RN;
                op <= SUBTRACT;
            end
            16'h4?5A: begin  
                {insn_valid, src1_valid, src2_valid, dest_valid} <= 4'b1111;
                src1_reg <= REG_FPUL;
                src2_reg <= REG_CONST_0;
                dest_reg <= RN;
                op <= ADD;
            end
            16'h6??B: begin  
                {insn_valid, src1_valid, src2_valid, dest_valid} <= 4'b1111;
                src1_reg <= REG_CONST_0;
                src2_reg <= RM;
                dest_reg <= RN;
                op <= SUBTRACT;
            end
        endcase
    end
end
endmodule
==> ./run.sh <==
#!/bin/bash
# OpenROAD 26Q1-2900-gdf79404cd8, Yosys 0.63+post, stock flow scripts
make -C /OpenROAD-flow-scripts/flow DESIGN_CONFIG=/design/flow/config.mk WORK_HOME=/design/flow/orfs finish
==> ./config.mk <==
export PLATFORM = sky130hd
export DESIGN_NAME = sh4a_decode
export DESIGN_NICKNAME = sh4a_decode
export VERILOG_FILES = /design/flow/design.v
export SDC_FILE = /design/flow/constraint.sdc
export NUM_CORES = 4
export LEC_CHECK = 1
export CORE_AREA = 10 10 99 99
export DIE_AREA = 0 0 109 109
==> ./constraint.sdc <==
current_design sh4a_decode

set clk_period 3.8
set clk_io_pct 0.2

create_clock -name clk0 -period $clk_period [get_ports {clk}]

set non_clock_inputs [all_inputs -no_clocks]
set_input_delay [expr $clk_period * $clk_io_pct] -clock clk0 $non_clock_inputs
set_output_delay [expr $clk_period * $clk_io_pct] -clock clk0 [all_outputs]
==> impl_metrics.json <==
{
  "htreeDepth": 1,
  "path_buffers": 1,
  "hold_class": "input port to register",
  "xor_area_share_pct": 1.16,
  "status": "finished clean",
  "cp-start-kind": "input port",
  "logic_family": "buffers and inverters",
  "mux_share_pct": 0,
  "first_pass_iters": 4,
  "seqCellArea_um2": 621,
  "cts_setup_buffers": 0,
  "dp_cells": 286,
  "initial_core_util_pct": 19.5,
  "root_buffer": "clkbuf_8",
  "drc": 0,
  "maxCapViolCount": 0,
  "ys_seq_share_pct": 41.1,
  "setup.worst_path.end_class": "register",
  "yosys.area_share.adder_pct": 0,
  "vias": 1126,
  "crit_fanout": 15,
  "grt_max_degree": 16,
  "core_mm2": 0.00773,
  "maxSlewViolCount": 0,
  "postCtsResizedCells": 0,
  "ys_cells": 153,
  "synth_cell_types": 44,
  "finalSetupTns_ns": 0,
  "yosys_register_bits": 23,
  "ir_drop_mv": 0.115,
  "leakagePower_nw": 0.686,
  "wirelength_um": 3790,
  "fillers": 827,
  "worst_pin_slew_ns": 0.605,
  "cts_buffer_depth": 2,
  "synth-main-ff-cell": "edfxtp_1",
  "cts_sinks": 23,
  "period_used_pct": 81.4,
  "crit_chain": "clkdlybuf4s50_1, xor2_1, a22o_1, a21o_1, or4_4, and2_1",
  "cpPeakStageDelay_ns": 0.65,
  "rows": 32,
  "hold_buffers": 0,
  "synth_cells": 153,
  "cts_tree": "done",
  "die_area_mm2": 0.0119,
  "syn_area_per_cell_um2": 9.86,
  "grt_pass1_wl_um": 5710,
  "dieWidth_um": 109,
  "drtIter0Drc": 80,
  "grt_usage_pct": 5.89,
  "comb_area_um2": 667,
  "ys_sh_simple_pct": 20.2,
  "crit_arrival_ns": 3.10,
  "diodes": 0,
  "fin_crit_ns": 3.09,
  "slowest_stage": "clkdlybuf4s50_1",
  "numCtsBuffers": 3,
  "warning_count": 25,
  "largest_register_ff_count": 6,
  "hpwl_um": 3190,
  "ys_async_sr_fraction_pct": 0,
  "hold_viol_final": 0,
  "overflow": 0,
  "clk_pin_slew_ns": 0.08,
  "io_buffer_count": 43,
  "powerDensity_mw_per_mm2": 255,
  "setup_viol": 0,
  "place_congestion": 0.852,
  "io_pins": 80,
  "worstPathRequired_ns": 3.80,
  "grt_antenna_before_repair": 0,
  "grt_setup_unrepaired": "false",
  "drive_above_1_share_pct": 4.79,
  "crit_type": "input port to register",
  "grt_pass1_vias": 1108,
  "synth_warnings": 33,
  "max_freq_mhz": 323,
  "areaGrowthSynthToFinish_pct": 26.2,
  "wl_per_cell_um": 13.1,
  "fp.dieH_um": 109,
  "synth_chip_area_mm2": 0.00151,
  "ant_nets": 0,
  "edf_count": 16,
  "syn_area_mm2": 0.00151,
  "crit_family": "simple AND/OR/NAND/NOR gates",
  "viasPerCell": 3.88,
  "finalNonFillerCells": 290,
  "aoi_share_pct": 13.8,
  "maxSlewHeadroom_pct": 59.2
}
## cells in the mapped netlist, types with 2 or more instances
cell / instances / area share (%)
dfxtp_1: 7 / 9.3
edfxtp_1: 16 / 32
inv_1: 3 / 0.75
nor2b_1: 3 / 1.2
nand3_1: 5 / 1.7
buf_2: 6 / 2.0
and2_1: 3 / 1.2
nor3b_1: 2 / 0.99
o31a_1: 2 / 1.2
a221o_1: 6 / 4.0
nor4_1: 3 / 1.2
nor3_1: 3 / 0.99
nor4b_1: 2 / 1.2
o21ai_0: 4 / 1.3
or2_1: 4 / 1.7
nor2_1: 9 / 2.2
nand3b_1: 2 / 0.99
a21oi_1: 4 / 1.3
buf_4: 40 / 20
nand2_1: 5 / 1.2
## layout make-up
type                            count  share of cell area, %
Inverter                            3                  0.591
Clock buffer                        3                   2.17
Timing Repair Buffer               43                   22.6
Multi-Input combinational cell    115                   35.0
Tap cell                          102                   6.70
Sequential cell                    23                   32.6
Clock inverter                      1                  0.329
## worst min-delay path, cell delays in order
cell and delay (ns):
clkdlybuf4s50_1 0.48, a21oi_1 0.06, nand2_1 0.06
## power by group
part / internal [mW] / switching [mW] / total (mW)
clock network: 0.0744 / 0.0742 / 0.149
registers: 0.269 / 0.000940 / 0.270
logic: 0.0334 / 0.0330 / 0.0664
## logic make-up (layout without fill, tap and decap cells)
kind of cell / Yosys count / count (layout)
flip-flops: 23 / 23
AND/OR/NAND/NOR: 50 / 50
buffers and inverters: 50 / 50
XOR/XNOR: 2 / 2
other: 1 / 36
AND-OR/OR-AND: 27 / 27
## final timing paths
path	from	slack, ns	endpoint	depth (start not counted)
worst max-delay path	insn[1]	0.71	src2_reg[2]	6
worst min-delay path	reset	1.13	op[3]	3
## layer usage
| metal | global-route usage [%] | wire (um) | part of all wire, % | vias to the layer above |
|---|---|---|---|---|
| li1 | - | - | - | 546 |
| met1 | 8.58 | 1660 | 44 | 518 |
| met2 | 8.83 | 1760 | 46 | 62 |
| met3 | 1.43 | 375 | 9.9 | 0 |
| met4 | 0.942 | 0 | 0 | 0 |
| met5 | 0 | 0 | 0 | - |
## stage by stage
step | util, % | setup WS, ns | power, mW | hold WS (ns) | instance area (um^2)
3_3_place_gp | 24.0 | 0.495 | 0.344 | 1.38 | 1860
6_report | 24.6 | 0.705 | 0.485 | 1.13 | 1900
3_5_place_dp | 24.0 | 0.441 | 0.343 | 1.39 | 1860
2_1_floorplan | - | 1.32 | 0.332 | 0.868 | 1640
5_1_grt | 24.6 | 0.563 | 0.511 | 1.16 | 1900
4_1_cts | 24.6 | 0.723 | 0.492 | 1.12 | 1900
## cells in the final DEF, fill, tap and decap left out, drive strengths merged
cell / Yosys / routed
edfxtp: 16 / 16
or3: 1 / 1
a221o: 6 / 6
nand3b: 2 / 2
or2: 4 / 4
nand4b: 1 / 1
nor3b: 2 / 2
and3b: 1 / 1
inv: 3 / 4
nor3: 4 / 4
a221oi: 1 / 1
nor2b: 3 / 3
xor2: 1 / 1
or4: 1 / 1
o211ai: 1 / 1
dfxtp: 7 / 7
a211oi: 1 / 1
a21oi: 4 / 4
nand2b: 1 / 1
nor4b: 2 / 2
a22oi: 1 / 1
nor4: 4 / 4
a41oi: 1 / 1
nand3: 5 / 5
nand2: 5 / 5
o21bai: 2 / 2
a32oi: 1 / 1
conb: 1 / 36
clkbuf: 0 / 3
xnor2: 1 / 1
nor2: 9 / 9
o21ai: 4 / 4
a21boi: 1 / 1
a22o: 1 / 1
and2: 3 / 3
a21o: 1 / 1
o31a: 2 / 2
and4: 1 / 1
clkdlybuf4s50: 0 / 43
and3: 1 / 1
No activity file was given, so power comes from the tool's default toggle rates.
